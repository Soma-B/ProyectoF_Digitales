File: flow/design.v
module Celda_I(
    input clk,  
    input Xi, 
    input Yi, 
    input Zi, 
    input L,   
    output reg X_si,   
    output reg Y_si,  
    output reg Z_si,  
    output reg I_p   
);
    assign noXi = !Xi;  
    assign noYi = !Yi;  
    assign noZi = !Zi;  
    assign noL = !L;    
    always @(posedge clk) begin  
    X_si = noXi & noZi & L;
    Y_si = Xi | (Yi & Zi);
    Z_si = noL;
    I_p = (Xi & L) | (Yi & noZi & L) | (Zi & noL);
    end
endmodule    
File: flow/run.sh
#!/bin/bash
# OpenROAD 26Q1-2900-gdf79404cd8, Yosys 0.63+post, stock flow scripts
make -C /OpenROAD-flow-scripts/flow DESIGN_CONFIG=/design/flow/config.mk WORK_HOME=/design/flow/orfs finish
File: flow/config.mk
export PLATFORM = sky130hd
export DESIGN_NAME = Celda_I
export DESIGN_NICKNAME = Celda_I
export VERILOG_FILES = /design/flow/design.v
export SDC_FILE = /design/flow/constraint.sdc
export NUM_CORES = 4
export LEC_CHECK = 1
export CORE_AREA = 10 10 70 70
export DIE_AREA = 0 0 80 80
File: flow/constraint.sdc
current_design Celda_I

set clk_period 1.0
set clk_io_pct 0.2

create_clock -name clk0 -period $clk_period [get_ports {clk}]

set non_clock_inputs [all_inputs -no_clocks]
set_input_delay [expr $clk_period * $clk_io_pct] -clock clk0 $non_clock_inputs
set_output_delay [expr $clk_period * $clk_io_pct] -clock clk0 [all_outputs]
==> notes.md <==
Implementation summary

After floorplanning, the core was divided into 21 placement rows. The total power draw is 408.2 uW. The arrival time of data at the worst endpoint is listed as 0.76 ns.

The die height is 80 um. The region available for standard cell placement spans 3416 um^2. The worst VDD IR drop from the latest analysis is 0.2149 mV. Using the TritonRoute via totals, the vias-per-cell ratio works out to 1.826. The initial antenna violation count is 0. The count of final setup violators is 0.

After detailed routing, the average wire length per cell comes to 6.043 um. The final sum of negative setup slack is 0 ns. For the finished layout, the period the worst path requires is 0.9572 ns.

The depth of the CTS H-tree is 1. The mapped netlist covers 116.4 um^2. Looking at the clock tree report, the maximum root-to-sink buffer count equals 2. The detailed router reported a total wirelength of 417 um. The floorplan step defined a die boundary enclosing 6400 um^2. All stages included, the depth of the critical timing path comes to 1. Traced cell by cell, the critical path runs through dlygate4sd2_1. The max-cap check violation count is 0. Setup repair after global routing left no endpoint under its margin. In the floorplan report the effective utilization is 0.03407. Of the available clock period, the critical path in the final layout requires 0.9572.

The synthesis report lists the most area-consuming cells as dfxtp_1, inv_1, nand2_1. The post-CTS clock slew at the launch and capture registers of the worst setup and hold paths is 0.04 ns. Once detail routing completed, the nets flagged for antenna violations numbered 0.

The peak per-stage delay on the critical path is 0.30 ns. The number of cells on the worst hold path is listed as 2. Synthesis instantiated 7 different standard cells from the library. The area added between synthesis and finish is 134.4%. The horizontal die dimension is 80 um. The transition time recorded at the tightest slew-check pin is 0.1447 ns. Pin placement for this block handled 9 I/O pins. The slowest cell on the critical path is dfxtp_2.

The post-CTS setup repair buffer count is 0. Counting endpoints that fail hold in the final report gives 0. Of the total power, the clock network draws 0.480. The final instance area is 272.8 um^2. The TritonCTS clock tree is built. Dividing the synthesized area by the synthesized cell count gives 9.697 um^2. The placer's final routability congestion estimate is 0.6079.

The run finished with clean final reports. The switching share of power is 0.1870. The total vias in the final route is 126. Along the critical path, the tally of buffer and inverter instances is 1. The violation tally recorded at the end of detailed-routing iteration 0 is 1. The post-synth area from yosys stat is 116.4 um^2. The DRC violation total left in the routed layout is recorded as 0. STA classifies the critical path endpoint as an output pin. The synthesized netlist was found by Yosys to have 12 cells. The final tally of max-slew violations is 0. The proportion of power drawn by combinational gates is 0.096. The launching element type of the critical path is a register. The layout filler cell count is 410. The number of antenna diodes in the final layout is 0. The register bit count reported by yosys is 4. The OpenROAD report gives the critical path a required time of 0.80 ns.

The cell family contributing the most delay on the critical path is flip-flops. The number of global-route vias before repair came to 109. The power per unit of standard cell area is 1497 nW/um^2.

Counting the buffers created by CTS gives 3. The power spent charging and discharging nets is 76.33 uW. Of the synthesized area, sequential elements account for 0.6882. The placement report lists the number of port buffers as 8. After global routing the overflow that remains totals 0. The share of synthesized area in the top cell type comes to 0.6882. The cell count after synthesis came out at 12. OpenROAD emitted warnings numbering 25. The instance area after placement is 254.0 um^2.

Entering global routing, the biggest net connects 5 pins. The worst hold slack is 0.5231 ns. The global-route wire length before repair is 510 um. In this run, post-CTS hold repair placed 0 buffers.

The share of total power dissipated in sequential elements is 0.424. Clock tree synthesis found a total of 4 sinks. The startpoint-to-endpoint class of the critical path is register to output pin. Summed over all cells, the static leakage comes to 0.0001070 uW. The share of cells above drive strength 1 is 0.1739. The worst pin sits at a relative slew slack of 0.9028.

The power report lists cell-internal power as 331.9 uW. The flow reports an fmax of 1.045 GHz. The global routing usage summed across all routing layers is 0.01251. The number of warnings issued by yosys is 5.

The maximum net fanout on the critical path is 1. The root buffer cell chosen for the clock tree is clkbuf_4. The largest total area in the synthesized netlist belongs to dfxtp_1.

The first-pass iteration count of the detailed router is 2. The most critical min-delay path falls under input pin to register.
==> kinds of logic (layout without fill, tap and decap cells) <==
| family | count (synthesis) | count (layout) | share of synthesized area |
|---|---|---|---|
| flops | 4 | 4 | 0.6882 |
| compound gates | 1 | 1 | 0.05380 |
| simple gates | 5 | 5 | 0.1935 |
| buf+inv | 2 | 13 | 0.06454 |
==> worst paths after layout <==
check                   to  startpoint  slack [ns]
worst max-delay path   I_p         I_p        0.04
worst min-delay path  Z_si           L        0.52
==> registers in the layout, indices dropped and copies added, names as in the netlist <==
name / cells
I_p: 1
X_si: 1
Y_si: 1
Z_si: 1
==> placed cells by master (no fill, tap or decap) <==
cell type,instances
clkdlybuf4s50_1,4
dlygate4sd2_1,4
dfxtp_1,3
clkbuf_4,3
inv_1,2
nand2_1,2
dfxtp_2,1
nand2b_1,1
nor2_1,1
a31oi_1,1
nor3_1,1
==> final cells by class <==
type,count,area [um^2],share of cell area
Tap cell,46,57.56,0.2110
Clock buffer,3,22.52,0.08257
Multi-Input combinational cell,6,28.78,0.1055
Inverter,2,7.507,0.02752
Timing Repair Buffer,8,75.07,0.2752
Sequential cell,4,81.33,0.2982
==> per-stage QoR <==
step | util | cells | setup WS [ns]
4_1_cts | 0.07985 | 69 | 0.02247
3_3_place_gp | 0.07436 | 66 | -0.02475
2_1_floorplan | - | 12 | 0.4762
3_5_place_dp | 0.07436 | 66 | -0.04494
6_report | 0.07985 | 69 | 0.04279
5_1_grt | 0.07985 | 69 | 0.01049
==> metal layers <==
metal	global-route usage	share of wire
met1	0.006653	0.27
met2	0.02087	0.54
met3	0.01591	0.18
met4	0.007042	0
met5	0	0
==> timing repair <==
item                                    4_1_cts  5_1_grt
endpoints found under the hold margin         0        0
endpoints found under the setup margin        4        0
resized                                       5        0
==> cell usage after synthesis <==
cell / instances
inv_1: 2
dfxtp_1: 4
a31oi_1: 1
nand2b_1: 1
nor3_1: 1
nand2_1: 2
nor2_1: 1
==> power by group through the flow <==
| stage | clock (uW) | sequential (uW) | combinational (uW) |
|---|---|---|---|
| 6_report | 196 | 173 | 39.1 |
| 4_1_cts | 211 | 173 | 39.7 |
| 5_1_grt | 214 | 174 | 42.4 |
Power is estimated from default activity; no workload was simulated.
